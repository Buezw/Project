==> design.v <==
module clk_div2 (clk_in, reset, clk_out);
    input clk_in;   
    input reset;      
    output clk_out;  
    reg clk_out;
    always @(posedge clk_in or posedge reset)
    begin
        if (reset)
            clk_out <= 1'b0;
        else
            clk_out <= ~clk_out;  
    end
endmodule
module controller_fsm (clk, reset, match_signal, halt_flag, state, enable_count);
    input clk;
    input reset;
    input match_signal;
    input halt_flag;
    output reg [1:0] state;
    output reg enable_count;
    parameter IDLE  = 2'b00;
    parameter MATCH = 2'b01;
    parameter HALT  = 2'b10;
    reg [1:0] next_state;
    always @(posedge clk or posedge reset) begin
        if (reset)
            state <= IDLE;
        else
            state <= next_state;
    end
    always @(*) begin
        next_state = IDLE;  
        case (state)
            IDLE:
                if (halt_flag)
                    next_state = HALT;
                else if (match_signal)
                    next_state = MATCH;
                else
                    next_state = IDLE;
            MATCH:
                if (halt_flag)
                    next_state = HALT;
                else if (!match_signal)
                    next_state = IDLE;
                else
                    next_state = MATCH;
            HALT:
                if (!halt_flag)
                    next_state = IDLE;
                else
                    next_state = HALT;
            default: next_state = IDLE;
        endcase
    end
    always @(*) begin
        enable_count = (state == MATCH);
    end
endmodule
module counter (slow_clk, reset, match_signal, enable_count, trade_count, halt_signal);
    input slow_clk;
    input reset;
    input match_signal;
    input enable_count;
    output reg [7:0] trade_count;
    output reg halt_signal;
always @(posedge slow_clk or posedge reset) begin
    if (reset) begin
        trade_count <= 8'd0;
        halt_signal <= 1'b0;
    end else begin
        if (enable_count && !halt_signal) begin
            if (trade_count == 8'd99) begin
                halt_signal <= 1'b1;    
            end else begin
                trade_count <= trade_count + 1'b1;
            end
        end
    end
end
endmodule
module display_hex (buy_price, sell_price, spread_now, trade_count, state, halt_signal, match_signal, HEX0, HEX1, HEX2, HEX3, HEX4, HEX5, LEDR);
    input [7:0] buy_price;
    input [7:0] sell_price;
    input [7:0] spread_now;
    input [7:0] trade_count;
    input [1:0] state;
    input halt_signal;
    input match_signal;
    output [6:0] HEX0, HEX1, HEX2, HEX3, HEX4, HEX5;
    output [9:0] LEDR;
    wire [3:0] buy_lo, buy_hi, sell_lo, sell_hi, spread_lo, spread_hi;
    wire [3:0] buy_dec1, buy_dec2, sell_dec1, sell_dec2, spread_dec1, spread_dec2;
    assign buy_lo = buy_price[3:0];
    assign buy_hi = buy_price[7:4];
    assign sell_lo = sell_price[3:0];
    assign sell_hi = sell_price[7:4];
    assign spread_lo = spread_now[3:0];
    assign spread_hi = spread_now[7:4];
    hex2dec buy1_to_dec (.hex1(buy_lo), .hex2(buy_hi), .dec1(buy_dec1), .dec2(buy_dec2));
    hex2dec sell1_to_dec (.hex1(sell_lo), .hex2(sell_hi), .dec1(sell_dec1), .dec2(sell_dec2));
    hex2dec spread1_to_dec (.hex1(spread_lo), .hex2(spread_hi), .dec1(spread_dec1), .dec2(spread_dec2));
    seg7 h0 (buy_dec1, HEX0);
    seg7 h1 (buy_dec2, HEX1);
    seg7 h2 (sell_dec1, HEX2);
    seg7 h3 (sell_dec2, HEX3);
    seg7 h4 (spread_dec1, HEX4);
    seg7 h5 (spread_dec2, HEX5);
    assign LEDR[0] = match_signal;
    assign LEDR[1] = halt_signal;
    assign LEDR[3:2] = state;
    assign LEDR[9:4] = trade_count[5:0];
endmodule
module hex2dec (hex1, hex2, dec1, dec2);
    input  [3:0] hex1;
    input  [3:0] hex2;
    output [3:0] dec1;
    output [3:0] dec2;
    wire [7:0] bin_value = {hex2, hex1};
    assign dec2 = bin_value / 10;
    assign dec1 = bin_value % 10;
endmodule
module seg7 (hex, seg);
    input [3:0] hex;
    output reg [6:0] seg;
    always @(*) begin
        case (hex)
            4'd0: seg = 7'b1000000;
            4'd1: seg = 7'b1111001;
            4'd2: seg = 7'b0100100;
            4'd3: seg = 7'b0110000;
            4'd4: seg = 7'b0011001;
            4'd5: seg = 7'b0010010;
            4'd6: seg = 7'b0000010;
            4'd7: seg = 7'b1111000;
            4'd8: seg = 7'b0000000;
            4'd9: seg = 7'b0010000;
            default: seg = 7'b1111111;
        endcase
    end
endmodule
module matching_engine (clk, reset, buy_price, sell_price,match_signal, trade_price, best_bid, best_ask);
    input clk;
    input reset;
    input [7:0] buy_price;
    input [7:0] sell_price;
    output match_signal;
    output [7:0] trade_price;
    output [7:0] best_bid;
    output [7:0] best_ask;
    reg match_signal;
    reg [7:0] trade_price;
    reg [7:0] best_bid;
    reg [7:0] best_ask;
    reg [7:0] buy_q0, buy_q1, buy_q2, buy_q3, buy_q4, buy_q5, buy_q6, buy_q7;
    reg [7:0] sell_q0, sell_q1, sell_q2, sell_q3, sell_q4, sell_q5, sell_q6, sell_q7;
    always @(posedge clk or posedge reset) 
    begin
        if (reset) 
        begin
            buy_q0  <= 8'd0;
            buy_q1  <= 8'd0;
            buy_q2  <= 8'd0;
            buy_q3  <= 8'd0;
            buy_q4  <= 8'd0;
            buy_q5  <= 8'd0;
            buy_q6  <= 8'd0;
            buy_q7  <= 8'd0;
            sell_q0 <= 8'hFF;
            sell_q1 <= 8'hFF;
            sell_q2 <= 8'hFF;
            sell_q3 <= 8'hFF;
            sell_q4 <= 8'hFF;
            sell_q5 <= 8'hFF;
            sell_q6 <= 8'hFF;
            sell_q7 <= 8'hFF;
        end 
        else 
        begin
            buy_q7 <= buy_q6;
            buy_q6 <= buy_q5;
            buy_q5 <= buy_q4;
            buy_q4 <= buy_q3;
            buy_q3 <= buy_q2;
            buy_q2 <= buy_q1;
            buy_q1 <= buy_q0;
            buy_q0 <= buy_price;
            sell_q7 <= sell_q6;
            sell_q6 <= sell_q5;
            sell_q5 <= sell_q4;
            sell_q4 <= sell_q3;
            sell_q3 <= sell_q2;
            sell_q2 <= sell_q1;
            sell_q1 <= sell_q0;
            sell_q0 <= sell_price;
        end
    end
    always @(*) begin
        best_bid = buy_q0;
        if (buy_q1 > best_bid) best_bid = buy_q1;
        if (buy_q2 > best_bid) best_bid = buy_q2;
        if (buy_q3 > best_bid) best_bid = buy_q3;
        if (buy_q4 > best_bid) best_bid = buy_q4;
        if (buy_q5 > best_bid) best_bid = buy_q5;
        if (buy_q6 > best_bid) best_bid = buy_q6;
        if (buy_q7 > best_bid) best_bid = buy_q7;
        best_ask = sell_q0;
        if (sell_q1 < best_ask) best_ask = sell_q1;
        if (sell_q2 < best_ask) best_ask = sell_q2;
        if (sell_q3 < best_ask) best_ask = sell_q3;
        if (sell_q4 < best_ask) best_ask = sell_q4;
        if (sell_q5 < best_ask) best_ask = sell_q5;
        if (sell_q6 < best_ask) best_ask = sell_q6;
        if (sell_q7 < best_ask) best_ask = sell_q7;
    end
    always @(posedge clk or posedge reset) begin
        if (reset)
            match_signal <= 1'b0;
        else begin
            if (best_bid >= best_ask && best_bid != 0 && best_ask != 8'hFF)
                match_signal <= 1'b1;
            else
                match_signal <= 1'b0;
        end
    end
    always @(*) begin
        trade_price = (best_bid + best_ask) / 2;
    end
endmodule
module order_generator (clk, reset, buy_price, sell_price, KEY, slow_clk);
    input clk;         
    input reset;   
    input [3:0] KEY;    
    output [7:0] buy_price;  
    output [7:0] sell_price; 
    output slow_clk;
    reg [15:0] lfsr1;
    reg [15:0] lfsr2;
    reg [25:0] div;
    reg [1:0] key3_sync;
    wire load_lfsr; 
    always @(posedge clk or posedge reset) begin
        if (reset) begin
            div <= 26'h0000000;
        end else begin
            div <= div + 1;
        end
    end
    assign slow_clk = div[25]; 
    always @(posedge slow_clk or posedge reset) begin
        if (reset) begin
            key3_sync <= 2'b00;
        end else begin
            key3_sync <= {key3_sync[0], KEY[3]};
        end
    end
    assign load_lfsr = key3_sync[1] & (~key3_sync[0]); 
    always @(posedge slow_clk or posedge reset) begin
        if (reset) begin
            lfsr1 <= 16'hACE1;
            lfsr2 <= 16'h3C21;
        end 
        else if (load_lfsr) begin
            lfsr1 <= ({lfsr1[7:0], div[7:0]} == 16'h0000) ? 16'h0001 : {lfsr1[7:0], div[7:0]};
            lfsr2 <= ({lfsr2[7:0], div[15:8]} == 16'h0000) ? 16'h0001 : {lfsr2[7:0], div[15:8]};
        end 
        else begin
            lfsr1 <= {lfsr1[14:0], (lfsr1[15] ^ lfsr1[13] ^ lfsr1[12] ^ lfsr1[10])};
            lfsr2 <= {lfsr2[14:0], (lfsr2[15] ^ lfsr2[14] ^ lfsr2[12] ^ lfsr2[3])};
        end
    end
    assign buy_price  = 8'd50 + lfsr1[4:0];  
    assign sell_price = 8'd55 + lfsr2[4:0];
endmodule
module spread (clk, reset, match_signal, enable_count, buy_price, sell_price, spread_now);
    input clk;              
    input reset;            
    input match_signal;        
    input enable_count;
    input [7:0] buy_price;
    input [7:0] sell_price; 
    output [7:0] spread_now;    
    reg [7:0] spread;
    wire [7:0] calculated_spread;
    always @* begin
        if (sell_price == 8'hFF || buy_price == 8'd0) begin
            calculated_spread = 8'd0;
        end 
        else if (buy_price >= sell_price) 
        begin
            calculated_spread = buy_price - sell_price;
        end 
        else begin
            calculated_spread = sell_price - buy_price;
        end
    end
    always @(posedge clk or posedge reset) 
    begin
        if (reset)
            spread <= 8'd0;
        else if (match_signal && enable_count) begin
            spread <= calculated_spread;
        end else begin
            spread <= 8'd88;
        end
    end
    assign spread_now = spread;
endmodule
module top (
    input CLOCK_50,
    input [3:0] KEY,
    output [6:0] HEX0, HEX1, HEX2, HEX3, HEX4, HEX5,
    output [9:0] LEDR,
    output [7:0] VGA_R,
    output [7:0] VGA_G,
    output [7:0] VGA_B,
    output VGA_HS,
    output VGA_VS,
    output VGA_CLK,       
    output VGA_BLANK_N,   
    output VGA_SYNC_N     
);
    wire reset = ~KEY[0];
    wire clk_25;
	 wire clk_50;
    wire slow_clk;
    assign clk_50 = CLOCK_50;
    wire [7:0] buy_price, sell_price, trade_price, spread_now, trade_count, best_bid, best_ask;
    wire [1:0] state;
    wire match_signal, halt_signal, enable_count;
    wire [9:0] h_cnt, v_cnt;
    wire video_on;
    wire [3:0] vga_r_4bit, vga_g_4bit, vga_b_4bit; 
    assign VGA_BLANK_N = 1'b1;   
    assign VGA_SYNC_N  = 1'b0;   
    assign VGA_CLK     = clk_25; 
    assign VGA_R = {vga_r_4bit, 4'b0000};
    assign VGA_G = {vga_g_4bit, 4'b0000};
    assign VGA_B = {vga_b_4bit, 4'b0000};
    clk_div2 div25(.clk_in(CLOCK_50), .reset(reset), .clk_out(clk_25));
    order_generator generator(clk_50, reset, buy_price, sell_price, KEY, slow_clk);
    matching_engine engine(clk_50, reset, buy_price, sell_price, match_signal, trade_price, best_bid, best_ask);
    controller_fsm controller(clk_50, reset, match_signal, halt_signal, state, enable_count);
    counter trade_counter(slow_clk, reset, match_signal, enable_count, trade_count, halt_signal);
    spread spread_calc(clk_50, reset, match_signal, enable_count, buy_price, sell_price, spread_now);
    display_hex display_unit(buy_price, sell_price, spread_now, trade_count, state, halt_signal, match_signal,
                             HEX0, HEX1, HEX2, HEX3, HEX4, HEX5, LEDR);
    vga_controller vga_ctrl_inst (
        clk_25, 
        reset, 
        h_cnt, 
        v_cnt, 
        VGA_HS, 
        VGA_VS, 
        video_on
    );
    vga_trend_display vga_trend_inst (
        CLOCK_50, 
        reset,
        video_on, 
        h_cnt, 
        v_cnt, 
        trade_price, 
        match_signal, 
        spread_now, 
        trade_count, 
        vga_r_4bit, 
        vga_g_4bit, 
        vga_b_4bit
    );
endmodule
module vga_controller(clk_25mhz, reset, h_cnt, v_cnt, hsync, vsync, video_on);
    input clk_25mhz;
    input reset;
    output [9:0] h_cnt;
    output [9:0] v_cnt;
    output hsync;
    output vsync;
    output video_on;
    reg [9:0] h_cnt;
    reg [9:0] v_cnt;
    parameter H_VISIBLE = 640;
    parameter H_FRONT = 16;
    parameter H_SYNC = 96;
    parameter H_BACK = 48;
    parameter V_VISIBLE = 480;
    parameter V_FRONT = 10;
    parameter V_SYNC = 2;
    parameter V_BACK = 33;
    wire h_end;
    wire v_end;
    assign h_end = (h_cnt == H_VISIBLE + H_FRONT + H_SYNC + H_BACK - 1);
    assign v_end = (v_cnt == V_VISIBLE + V_FRONT + V_SYNC + V_BACK - 1);
    always @(posedge clk_25mhz or posedge reset) begin
        if (reset)
            h_cnt <= 10'd0;
        else if (h_end)
            h_cnt <= 10'd0;
        else
            h_cnt <= h_cnt + 10'd1;
    end
    always @(posedge clk_25mhz or posedge reset) begin
        if (reset)
            v_cnt <= 10'd0;
        else if (h_end)
            if (v_end)
                v_cnt <= 10'd0;
            else
                v_cnt <= v_cnt + 10'd1;
    end
    always @* 
    begin
    if (h_cnt >= H_VISIBLE + H_FRONT && h_cnt < H_VISIBLE + H_FRONT + H_SYNC) begin
        hsync = 1'b0;
    end else begin
        hsync = 1'b1;
    end
    if (v_cnt >= V_VISIBLE + V_FRONT && v_cnt < V_VISIBLE + V_FRONT + V_SYNC) begin
        vsync = 1'b0;
    end else begin
        vsync = 1'b1;
    end
    if (h_cnt < H_VISIBLE && v_cnt < V_VISIBLE) begin
        video_on = 1'b1;
    end else begin
        video_on = 1'b0;
        end
    end
endmodule
module vga_trend_display(
    clk, 
    reset, 
    video_on, 
    h_cnt, 
    v_cnt, 
    trade_price, 
    match_signal, 
    spread, 
    trade_count, 
    R, 
    G, 
    B
);
    input clk;
    input reset;
    input video_on;
    input [9:0] h_cnt;
    input [9:0] v_cnt;
    input [7:0] trade_price;
    input match_signal;
    input [7:0] spread;
    input [7:0] trade_count;
    output [3:0] R;
    output [3:0] G;
    output [3:0] B;
    reg [7:0] price_history [0:639];
    integer i;
    reg match_prev;
    always @(posedge clk or posedge reset) begin
        if (reset) begin
            match_prev <= 0;
            for (i = 0; i < 640; i = i + 1) price_history[i] <= 8'd0;
        end
        else begin
            match_prev <= match_signal;
            if (match_signal && !match_prev) begin
                for (i = 0; i < 639; i = i + 1) begin
                    price_history[i] <= price_history[i+1];
                end
                price_history[639] <= trade_price; 
            end
        end
    end
    wire [10:0] spread_height = {3'b0, spread} << 2; 
    wire is_spread_bar;
    assign is_spread_bar = (h_cnt < 20) && (v_cnt >= (11'd480 - spread_height));
    wire [9:0] trade_bar_width = {2'b0, trade_count} * 6;
    wire is_trade_bar;
    assign is_trade_bar = (v_cnt >= 470) && (h_cnt < trade_bar_width);
    wire is_scale;
    wire is_spread_tick = (h_cnt >= 20 && h_cnt < 25) && (v_cnt % 50 == 0);
    wire is_price_grid = (h_cnt > 40) && (v_cnt % 50 == 0) && (h_cnt[2] == 1'b0);
    assign is_scale = is_spread_tick || is_price_grid;
    wire is_trend_line;
    wire [7:0] current_x_price;
    wire [10:0] y_pos; 
    assign current_x_price = price_history[h_cnt]; 
    assign y_pos = 11'd800 - ({3'b0, current_x_price} << 3); 
    assign is_trend_line = (h_cnt > 40 && v_cnt < 470) && 
                           (v_cnt >= y_pos - 3 && v_cnt <= y_pos + 3);
    always @* begin
            R = 4'h0;
            G = 4'h0;
            B = 4'h0;
        if (video_on) begin
            if (is_scale) begin
                R = 4'h7;     
            end else if (is_spread_bar) begin
                R = 4'hF;     
            end
            if (is_scale) begin
                G = 4'h7;       
            end else if (is_trend_line) begin
                G = 4'hF;      
            end
            if (is_trade_bar) begin
                B = 4'hF;      
            end else if (is_scale) begin
                B = 4'h7;      
            end
        end
    end
endmodule
==> run.sh <==
#!/bin/bash
# OpenROAD 26Q1-2900-gdf79404cd8, Yosys 0.63+post, stock flow scripts
make -C /OpenROAD-flow-scripts/flow DESIGN_CONFIG=/design/flow/config.mk WORK_HOME=/design/flow/orfs finish
==> config.mk <==
export PLATFORM = sky130hd
export DESIGN_NAME = top
export DESIGN_NICKNAME = top
export VERILOG_FILES = /design/flow/design.v
export SDC_FILE = /design/flow/constraint.sdc
export NUM_CORES = 4
export LEC_CHECK = 1
export CORE_UTILIZATION = 40
==> constraint.sdc <==
current_design top

set clk_period 206.4
set clk_io_pct 0.2

create_clock -name clk0 -period $clk_period [get_ports {CLOCK_50}]

set non_clock_inputs [all_inputs -no_clocks]
set_input_delay [expr $clk_period * $clk_io_pct] -clock clk0 $non_clock_inputs
set_output_delay [expr $clk_period * $clk_io_pct] -clock clk0 [all_outputs]
==> job_summary.md <==
### Yosys + OpenROAD results

| Metric | Value |
|---|---|
| HPWL Detailed | `1630 mm` |
| Postcts setup bufs | `0` |
| Status | `stopped before the end` |
| Failing step | `global routing (5_1_grt)` |
| H-tree levels | `6` |
| Routability congestion estimate | `1.40` |
| YS warnings | `28` |
| Port bufs | `69` |
| Die Ht | `786 µm` |
| Register pins left without a clock | `63` |
| Number of global-route vias before repair | `292000` |
| Number of enable flip-flop cells | `0` |
| # Cells Yosys | `29300` |
| Registers, synthesis | `5342` |
| Cell taking the most area after synthesis | `dfrtp_1` |
| Area leader share | `0.536` |
| Distinct lib cells | `112` |
| Clock root buffer | `clkbuf_16` |
| First-pass GRT wire length | `3220 mm` |
| Post-cts resize count | `0` |
| TritonCTS Buffers | `617` |
| CTS Hold Bufs | `0` |
| Pin count of the biggest net entering global routing | `161` |
| Post-Syn Area | `246000 µm²` |
| Die Width | `786 µm` |
| Num rows | `287` |
| Boundary Pins | `86` |
| Sequential cell area fraction in the yosys report | `0.544` |
| Mapped Cells | `29300` |
| Post-synth ARST share | `1.00` |
| FP Util | `0.402` |
| Top cells by area | `dfrtp_1 (54%), nand2_1 (24%), a22oi_1 (4.2%)` |
| Synthesis area per yosys | `246000 µm²` |
| CTS Buffer Depth | `4` |
| Ys flop type | `dfrtp_1` |
| GRT Total Usage | `0.826` |
| Endpoints left unconstrained | `118` |
| Err | `[ERROR GRT-0116] Global routing finished with congestion. Check the congestion regions in the DRC Viewer.` |
| Total gr overflow | `318` |
| Syn avg cell area | `8.39 µm²` |
-- metal layers --
| metal | overflow | global-route usage |
|---|---|---|
| met1 | 43 | 0.842 |
| met5 | 11 | 0.696 |
| met2 | 112 | 0.884 |
| met3 | 59 | 0.788 |
| met4 | 93 | 0.754 |
-- synthesized netlist by cell type, drive strengths merged (15+ instances only) --
cell / instances
or4: 75
nand3b: 21
nor3: 632
o21a: 25
dfstp: 78
nor2b: 40
o211ai: 36
a21oi: 264
a21o: 59
mux2: 56
a32o: 78
o22ai: 126
a22o: 294
nand2: 15700
a31oi: 25
a222oi: 69
o21ai: 189
o2111ai: 20
a22oi: 1380
and3: 56
ha: 217
nand4: 509
a32oi: 401
nand2b: 46
and2: 20
a221oi: 100
inv: 163
a2111oi: 37
xnor2: 79
nand3: 280
and4: 91
a211oi: 33
xor2: 28
a221o: 52
clkbuf: 1397
nor4: 204
mux2i: 78
nor2: 363
buf: 403
o21bai: 15
or3: 23
dfrtp: 5264
-- cells by family after synthesis --
kind of cell	Yosys count	synth area share
AND-OR/OR-AND	3350	0.104
XOR/XNOR	107	0.00387
multiplexers	134	0.00574
buffers and inverters	1966	0.0333
AND/OR/NAND/NOR	18200	0.297
flip-flops	5342	0.544
adder cells (fa/ha/maj)	233	0.0119
other	2	0.0000305
-- per-stage QoR --
step / setup WS, ps / total power, mW / cell area [µm²] / instances / hold slack, ps
floorplan: 160470 / 1.35 / 246000 / 29300 / 354
global placement: 157090 / 1.53 / 266000 / 37300 / 358
detailed placement: 157110 / 1.54 / 266000 / 37300 / 356
CTS: 155870 / 2.69 / 287000 / 38400 / 361
Power and IR drop assume default switching activity.
