<file path="flow/config.mk">
export PLATFORM = sky130hd
export DESIGN_NAME = vga_display
export DESIGN_NICKNAME = vga_display
export VERILOG_FILES = /design/flow/design.v
export SDC_FILE = /design/flow/constraint.sdc
export NUM_CORES = 4
export LEC_CHECK = 1
export CORE_AREA = 10 10 114 114
export DIE_AREA = 0 0 124 124
</file>
<file path="flow/constraint.sdc">
current_design vga_display

set clk_period 4.0
set clk_io_pct 0.2

create_clock -name clk0 -period $clk_period

set non_clock_inputs [all_inputs -no_clocks]
set_input_delay [expr $clk_period * $clk_io_pct] -clock clk0 $non_clock_inputs
set_output_delay [expr $clk_period * $clk_io_pct] -clock clk0 [all_outputs]
</file>
<file path="flow/design.v">
module vga_display(clk_25mhz, video_on, h_cnt, v_cnt,
                   buy_price, sell_price, trade_count, spread,
                   halt_signal, R, G, B);
    input clk_25mhz;
    input video_on;
    input [9:0] h_cnt;
    input [9:0] v_cnt;
    input [7:0] buy_price;
    input [7:0] sell_price;
    input [7:0] trade_count;
    input [7:0] spread;
    input halt_signal;
    output [3:0] R;
    output [3:0] G;
    output [3:0] B;
    wire [9:0] y_buy;
    wire [9:0] y_sell;
    assign y_buy  = 10'd480 - {buy_price, 1'b0};
    assign y_sell = 10'd480 - {sell_price, 1'b0};
    wire buy_line;
    wire sell_line;
    assign buy_line  = (v_cnt > y_buy-1  && v_cnt < y_buy+1);
    assign sell_line = (v_cnt > y_sell-1 && v_cnt < y_sell+1);
    wire spread_bar;
    wire progress_bar;
    assign spread_bar   = (v_cnt > 460) && (h_cnt < (spread * 5));
    assign progress_bar = (v_cnt > 470) && (h_cnt < (trade_count * 6));
    wire in_display;
    assign in_display = video_on && !halt_signal;
    always @* begin
        if (halt_signal) begin
            R = 4'h8; 
        end 
        else if (in_display && (sell_line || spread_bar)) begin
            R = 4'hF;  
        end 
        else begin
            R = 4'h0; 
        end
        if (halt_signal) begin
            G = 4'h8; 
        end 
        else if (in_display && (buy_line || progress_bar)) 
        begin
            G = 4'hF;  
        end 
        else 
        begin
            G = 4'h0; 
        end
        if (halt_signal) 
        begin
            B = 4'hA;  
        end else 
        begin
            B = 4'h0;  
        end
    end
endmodule
</file>
<file path="flow/run.sh">
#!/bin/bash
# OpenROAD 26Q1-2900-gdf79404cd8, Yosys 0.63+post, stock flow scripts
make -C /OpenROAD-flow-scripts/flow DESIGN_CONFIG=/design/flow/config.mk WORK_HOME=/design/flow/orfs finish
</file>
==> flow_summary.json <==
{
  "grt_start_max_net_pins": 7,
  "finalMaxSlewViolations": 0,
  "n_antenna_cell": 0,
  "warning_count": 39,
  "avgSynthCellArea_um2": 7.93,
  "holdBufCountCts": 0,
  "die_w_um": 124,
  "hold_class": "input pin to output port",
  "start_kind": "input pin",
  "cpPeakStageDelay_ps": 460,
  "yosys-stat-cells": 311,
  "grt_first_pass_wirelength_um": 12400,
  "layout-drive-gt1-share_pct": 40.7,
  "top_cells_by_area": "ha_1 37%, xnor2_1 5.7%, xor2_1 5.0%",
  "vias": 2768,
  "routed_wl_um": 7470,
  "io_buffers": 64,
  "yosysSeqAreaShare_pct": 0,
  "first_global_vias": 2811,
  "cp_top_family": "AND-OR/OR-AND gates",
  "antenna_left": 0,
  "fp_util_pct": 23.7,
  "drt-wirelength-per-cell_um": 12.4,
  "crit_slowest_cell": "or4_4",
  "finalCritPeriodShare_pct": 116,
  "ios": 67,
  "arrival_ps": 3840,
  "hold_viol_final": 0,
  "grt_usage_pct": 9.47,
  "via_per_inst": 4.59,
  "yosys_warnings": 9,
  "power_mw": 0.611,
  "ys_types": 52,
  "most_common_cell": "ha_1",
  "top_area_cell": "ha_1",
  "violations": "negative setup slack",
  "die_h_um": 124,
  "fmax_ghz": 0.216,
  "finalSetupTns_ps": -4300,
  "netlist_instances": 311,
  "fin_ws_ps": -638,
  "syn_area_mm2": 0.00246,
  "power_density_mw_per_mm2": 137,
  "leakage_nw": 2.06,
  "top_area_share_pct": 37.1,
  "max_cap_viol_count": 0,
  "min_period_ps": 4640,
  "path_cells": "buf_12 -> inv_12 -> ha_4 -> buf_6 -> xnor2_4 -> nor3_2 -> buf_4 -> o211ai_1 -> nor2_2 -> xnor2_1 -> ha_1 -> o21a_1 -> nor2_2 -> a2111oi_2 -> o41ai_1 -> or4_4 -> buf_6 -> a21oi_4 -> buf_6 -> buf_6",
  "rsz0062_at_grt": "yes",
  "dpl_worst_slack_ps": -1530,
  "firstDrtPassIters": 4,
  "regArea_um2": 0,
  "end_kind": "output port",
  "drt-initial-drc-count": 98,
  "antenna_found_initial": 0,
  "gp_congestion": 0.841,
  "row_count": 37,
  "finalSetupViolations": 8,
  "area_delta_synth_final_pct": 80.2,
  "yosys-top-cells-count": "73 x ha_1, 25 x inv_1, 22 x a21oi_1, 18 x nor2_1, 18 x o21ai_0",
  "yosys-stat-area_mm2": 0.00246,
  "crit_path_frequent_cell": "buf_6",
  "nClkBuffers": 0,
  "worstPathMaxFanout": 5,
  "vdd_drop_max_uv": 55.8,
  "cp_num_buf_inv": 7,
  "route.detailed.drc": 0,
  "dpl.hpwl_um": 6480,
  "outcome": "finished, violations left",
  "required_ps": 3200,
  "grt_overflow": 0,
  "core_area_mm2": 0.0104,
  "crit_type": "input pin to output port",
  "flops": 0,
  "chip_area_mm2": 0.0154
}
==> cell families after synthesis <==
kind of cell,count (synthesis),share of synthesized area (%)
AOI/OAI and AO/OA,92,24.6
xor gates and xnor gates,33,13.1
adders and majority gates,75,38.7
buffers and inverters,37,7.21
other,1,0.152
and+or+nand+nor,73,16.3
==> metrics by stage <==
| stage | hold slack, ps | area, um2 | instances | util (%) |
|---|---|---|---|---|
| 2_1_floorplan | 1670 | 2600 | 312 | - |
| 3_3_place_gp | 2500 | 3990 | 588 | 38.3 |
| 3_5_place_dp | 2510 | 3990 | 588 | 38.3 |
| 4_1_cts | 2270 | 4230 | 599 | 40.6 |
| 5_1_grt | 2340 | 4440 | 603 | 42.6 |
| 6_report | 2290 | 4440 | 603 | 42.6 |
==> report_power, final <==
part	internal, mW	switching, mW
Sequential	0	0
Clock	0	0
Combinational	0.344	0.266
==> placed cells by master, fill, tap and decap left out, types with 3 or more instances in the layout <==
cell type,netlist,layout
a211oi_1,5,3
inv_1,25,22
o21ai_0,18,16
o21a_1,7,7
a21oi_2,0,6
buf_8,0,3
nor2_1,18,13
nand2_1,5,5
buf_2,1,7
ha_1,73,60
o21bai_1,4,4
nand3_1,9,6
nor2_2,0,5
nor3_1,9,7
nand2b_1,3,3
a21oi_1,22,15
dlymetal6s2s_1,0,4
o211ai_1,3,3
xor2_1,14,13
buf_6,1,16
nor2b_1,4,4
a21o_1,9,9
clkdlybuf4s50_1,0,37
xnor2_1,16,15
ha_4,0,12
buf_4,8,93
nand4_1,5,5
nor3b_1,3,3
clkbuf_2,0,4
==> timing repair <==
action | in CTS | in global routing
buffers inserted | 11 | 5
resized | 107 | 53
pin swaps | 37 | 48
setup endpoints to repair | 8 | 8
==> final timing paths <==
path                    to          from  slack, ps  depth (start not counted)
worst max-delay path  G[0]  buy_price[0]       -640                         20
worst min-delay path  R[3]      video_on       2290                          4
==> routing by layer <==
layer / track usage (%) / wire length [um]
met5: 0 / 0
met4: 0.432 / 33
met3: 1.74 / 490
met2: 15.4 / 3110
met1: 13.5 / 3830
==> final cells by class <==
| type | count | area, um2 |
|---|---|---|
| Fill cell | 979 | 5970 |
| Multi-Input combinational cell | 275 | 2720 |
| Timing Repair Buffer | 167 | 1440 |
| Tap cell | 136 | 170 |
| Inverter | 25 | 111 |
